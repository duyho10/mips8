`config.mk`:
```
export PLATFORM = sky130hd
export DESIGN_NAME = data_memory
export DESIGN_NICKNAME = data_memory
export VERILOG_FILES = /design/flow/design.v
export SDC_FILE = /design/flow/constraint.sdc
export NUM_CORES = 4
export LEC_CHECK = 1
export CORE_UTILIZATION = 40
```
`constraint.sdc`:
```
current_design data_memory

set clk_period 13.3
set clk_io_pct 0.2

create_clock -name clk0 -period $clk_period [get_ports {clk}]

set non_clock_inputs [all_inputs -no_clocks]
set_input_delay [expr $clk_period * $clk_io_pct] -clock clk0 $non_clock_inputs
set_output_delay [expr $clk_period * $clk_io_pct] -clock clk0 [all_outputs]
```
`design.v`:
```
module data_memory(
    input wire clk,
    input wire [7:0] address,
    input wire [7:0] data_in,
    input wire write_enable,
    input wire read_enable,
    output reg [7:0] data_out
);
    reg [7:0] ram[0:255];
    always @(posedge clk)
    begin
        if (read_enable)
            data_out <= ram[address];
		  else if (write_enable)
            ram[address] <= data_in;
    end
endmodule
```
`run.sh`:
```
#!/bin/bash
# OpenROAD 26Q1-2900-gdf79404cd8, Yosys 0.63+post, stock flow scripts
make -C /OpenROAD-flow-scripts/flow DESIGN_CONFIG=/design/flow/config.mk WORK_HOME=/design/flow/orfs finish
```
==> CHANGELOG.md <==
## Flow update

* FMAX at 0.145 GHz
* Pleak at 0.0266 uW
* DRT iter0 DRCs at 2520
* Placed Cells at 6101
* Yosys top cell by area: edfxtp_1
* Post-synth EDFFs at 2056
* Seq pwr share at 54.7%
* Max IR drop VDD at 0.000117 V
* OpenROAD warning count at 30
* Clock power frac at 41.0%
* Dpl hpwl at 111000 um
* Hold-fix buffers at CTS at 0
* Core Util at FP at 40.2%
* Final setup fails at 0
* Most frequent cells after synthesis: 2056 x edfxtp_1, 512 x mux4_2, 260 x nor2_1
* Worst slew margin at 9.40%
* Switching share of power at 20.6%
* Cell Pwr Density at 148 mW/mm2
* CTS tree: done
* IO buf count at 26
* Seq cells post-synth at 2056
* Htree depth at 4
* Worst Max-Slew Pin Slew at 1.34 ns
* Logic gate share of total power at 4.4%
* Avg Synthesized Cell Area at 22.2 um2
* Cells after Synth at 3526
* Worst Setup End Kind: flop
* Initial antenna violation count at 3
* Layout cells sized above 1 at 25.2%
* Setup crit start kind: primary input
* Vias in the first global route at 40800
* CP Data Arrival Time at 7.38 ns
* Clk ins delay skew pair at 0.83 ns
* Post-synth top flop: edfxtp_1
* Period utilization at 51.8%
* Required @ worst endpoint at 13.79 ns
* Final Max Tran Viols at 0
* Residual DRC at 0
* Via density at 5.68
* Net switching power at 2690 uW
* Pint at 10400 uW
* First-pass GRT wire length at 279000 um
* Routability cong. at 0.852
* Max Cap Viol at 0
* Die W at 445 um
* Post-route insts no fill at 6455
* Chip Area, Yosys at 0.0784 mm2
* Die Size at 0.198 mm2
* RSZ-0062 raised after global routing: no
* Via count at 36700
* DRT antenna net count at 0
* Site row count at 162
* Seq share, synth at 78.8%
* Hold Crit Class: flop to flop
* # Cells Yosys at 3526
* Ys async rst share at 0%
* Setup tns final at 0 ns
* Final Hold Viols at 0
* Clock root buffer: clkbuf_16
* First-pass DRT Iterations at 7
* Min cycle time layout at 6.89 ns
* Longest Clk Path Bufs at 3
* Count leader, synth: edfxtp_1
* CTS resizes at 0
* Dominant cell area share at 78.8%
* Cell Area, Synth at 0.0784 mm2
* Outcome: completed
* CP Max Fanout at 70
* GR Util All Layers at 21.6%
* I/O pin cnt at 27
* Post-CTS Setup Bufs at 0
* Die H at 445 um
* Post-route clock skew at 0.0257 ns
* CTS buffer count at 196
* Cell area leaders: edfxtp_1 79%, mux4_2 15%, a22oi_1 2.5%
* Yosys warns at 1
* Area grow syn2layout at 12.8%
* Count of cell types in the netlist at 21
* Clock sinks at 2056
* Critical path class: primary input to flop
* Largest net degree at the start of global routing at 129
* Wire per inst at 29.5 um
* Final wirelength at 190000 um
* Residual overflow from global routing at 0
* Core ar. at 0.195 mm2
* Worst-path clk slew at 0.06 ns
[critical path: stages]
cell     delay [ns]
buf_8          0.46
buf_4          0.69
buf_4          0.58
buf_4          0.63
mux4_2         0.41
a22oi_1        0.28
a21oi_1        0.16
o41ai_1        1.15
nand4_1        0.22
[power by group through the flow]
stage | combinational (uW) | sequential (uW) | clock [uW]
4_1_cts | 579 | 7150 | 5460
5_1_grt | 615 | 7140 | 5700
6_report | 570 | 7150 | 5350
[layer usage]
layer	vias to the layer above	track usage, %	wire length, um
met2	2074	31.3	90000
met5	-	1.00	326
met1	19000	28.0	64900
met3	322	15.1	29300
li1	15300	-	-
met4	12	5.00	5780
[registers in the layout, indices dropped and copies added (netlist names)]
register  count
data_out      8
ram        2048
[cell families after synthesis]
group	after synthesis	share of synthesized area, %
flops	2056	78.8
mux	512	14.7
compound gates	416	3.63
simple gates	317	1.60
buf+inv	225	1.26
[area by class of cell]
type	count	area (um2)
Multi-Input combinational cell	1245	15700
Clock buffer	249	5230
Sequential cell	2056	61700
Tap cell	2624	3280
Clock inverter	102	886
Antenna cell	3	7.51
Timing Repair Buffer	176	1510
Fill cell	15900	106000
[worst paths after layout]
path / depth (start not counted) / slack (ns) / start / to
min reg2reg: 5 / 1.06 / ram[48][7]$_DFFE_PP_ / data_out[7]$_DFFE_PP_
max reg2reg: 5 / 10.25 / ram[62][5]$_DFFE_PP_ / data_out[5]$_DFFE_PP_
min: 5 / 1.06 / ram[48][7]$_DFFE_PP_ / data_out[7]$_DFFE_PP_
max: 9 / 6.41 / address[1] / data_out[5]$_DFFE_PP_
[placed cells by master, fill, tap and decap left out, types with 3 or more instances in the layout]
master           Yosys  layout
a21oi_1            128     128
a22oi_1            256     256
buf_12               0       6
buf_4               11     144
buf_8                0      10
bufinv_16            0      14
clkbuf_1           147      47
clkbuf_16            0     202
clkdlybuf4s50_1      0      16
clkinv_1             0      41
clkinv_2             0      36
diode_2              0       3
edfxtp_1          2056    2056
inv_6                0       6
mux4_2             512     512
nand2_1             30      14
nand2_2              0      16
nand3_1              4       4
nand4_1              8       8
nor2_1             260     259
nor2b_1              7       5
o41ai_1             32      26
o41ai_2              0       6
[per-stage QoR]
| stage | cell area (um2) | total power [uW] | setup WS (ns) | util [%] | hold slack (ns) |
|---|---|---|---|---|---|
| 3_3_place_gp | 82300 | 7860 | 5.55 | 42.2 | 1.01 |
| 2_1_floorplan | 78400 | 7580 | 8.47 | - | 0.896 |
| 3_5_place_dp | 82300 | 7860 | 5.64 | 42.2 | 1.04 |
| 4_1_cts | 88400 | 13200 | 6.53 | 45.4 | 1.06 |
| 6_report | 88400 | 13100 | 6.41 | 45.4 | 1.06 |
| 5_1_grt | 88400 | 13500 | 6.26 | 45.4 | 1.08 |
Power figures rest on the tool's default switching activity, not on a simulated workload.
