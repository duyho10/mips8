### flow/design.v
 module instruction_memory(
    input [7:0] pc_input,
    output reg [15:0] instruction_output
);
reg [15:0] memory [0:255];
initial begin
    memory[0] = 16'b0000000001010000;  
    memory[1] = 16'b0000100011010010;   
	 memory[2] = 16'b0000101110010100;   
    memory[3] = 16'b0000110111010101;	 
	 memory[4] = 16'b0000001001010110;
	 memory[5] = 16'b0000110001010111;
	 memory[6] = 16'b0000011001010011;  
	 memory[7] = 16'b0001011010010111;  
	 memory[8] = 16'b0001100101001010;  
	 memory[9] = 16'b0011000001000101;  
    memory[10] = 16'b0010000111000101;  
    memory[11] = 16'b0100001100000011;  
	 memory[15] = 16'b0101000000000010;  
end
always @(pc_input)
begin
	 instruction_output = memory[pc_input];
end
endmodule
### flow/config.mk
export PLATFORM = sky130hd
export DESIGN_NAME = instruction_memory
export DESIGN_NICKNAME = instruction_memory
export VERILOG_FILES = /design/flow/design.v
export SDC_FILE = /design/flow/constraint.sdc
export NUM_CORES = 4
export LEC_CHECK = 1
export CORE_AREA = 10 10 70 70
export DIE_AREA = 0 0 80 80
### flow/constraint.sdc
current_design instruction_memory

set clk_period 1.6
set clk_io_pct 0.2

create_clock -name clk0 -period $clk_period

set non_clock_inputs [all_inputs -no_clocks]
set_input_delay [expr $clk_period * $clk_io_pct] -clock clk0 $non_clock_inputs
set_output_delay [expr $clk_period * $clk_io_pct] -clock clk0 [all_outputs]
### flow/run.sh
#!/bin/bash
# OpenROAD 26Q1-2900-gdf79404cd8, Yosys 0.63+post, stock flow scripts
make -C /OpenROAD-flow-scripts/flow DESIGN_CONFIG=/design/flow/config.mk WORK_HOME=/design/flow/orfs finish
==> design notes <==
Per the detailed placement report, the placed cell area equals 649 µm². A synthesized cell averages 7.65 µm². Port buffer count: 18. The tools report the critical path capture point type as a primary output. The run gives 23 for the distinct cell type count after synthesis. For this design, the CTS-stage hold fixing added 0 buffers.

The highest supply drop recorded on VDD is 0.0369 mV. Pins over their slew limit in the final report were tallied at 0. The run gives 9 as the maximum number of pins on one net before global-route repair.

For this run, the chip area from Yosys synthesis comes to 344 µm². The floorplan step set the die height to 80 µm. The run gives 0.670 as the global placement routability congestion. Setup total negative slack on the finished layout was measured at 0 ns. In the setup report, the worst path falls into the class in -> out. The tools report the total of max-cap violations as 0.

For the total half-perimeter wirelength after legalization and detailed placement, the log shows 947 µm. The final timing summary puts the cycle share of the worst path at 95.6%. In the Yosys report the total cell count is 45.

In this run the count of I/O pins placed on the die edge is 24. Counting the fill cells in the layout gives 374. Per the final timing report, the hold violations number 0. The worst stage delay on the critical path was 0.23 ns; the top fanout value on the critical path was 7.

The first detailed-routing pass ran for 4 iterations. The total tool warning count came out at 43. The run finished with clean final reports. For the combinational cell area excluding buffers and inverters, the log shows 410 µm². The average detailed-routed wire length per instance is 9.78 µm, and the number of antenna violations at the first check in global routing is 0. The tools report the post-place setup slack as -0.795 ns.

The synthesis warning total is 1, and the power density normalized to cell area is 236 nW/µm². Once detail routing completed, the nets flagged for antenna violations numbered 0. Per the detail_route report, the via count comes to 430. Per the STA report, the cell with the highest stage delay on the worst path is sky130_fd_sc_hd__or2_4. After floorplanning, the core was divided into 21 placement rows. With the highest attainable clock frequency at 654 MHz, the wire length after detailed routing is 1220 µm.

The minimum clock period came out at 1.53 ns. The run gives 0 as the count of flip-flops and latches. The first-pass GRT wire length came out at 1990 µm. The critical path goes through buf_2, buf_6, ha_4, or2_4, o22ai_2, buf_2. The run gives 0.0706 ns for the final critical-path setup slack. The die covers 6400 µm². With the layout-stage area growth over the synthesis result at 129%, the share of layout cells above drive strength 1 is 62.0%. For this design the static power due to leakage is 0.367 nW.

In this run the standard cell core region covers 3420 µm². For the core utilization at floorplan, the log shows 10.1%. In the synthesized netlist, the number of instances is 45. Setup repair after global routing left no endpoint under its margin. After routing the design area is 790 µm². In this run the worst hold path is classified as in -> out.

The run gives 0% for the sequential area share after synthesis. The data required time reported for the critical path is 1.28 ns. The routed via count divided by cell count is 3.44.

The synthesized netlist occupies a cell area of 344 µm². For the worst setup path, the data arrival time is 1.21 ns. Cell repeated most along the worst path: sky130_fd_sc_hd__buf_2. For this run, design rule violations remaining after detail routing come to 0. The total global-route track usage came out at 3.67%.

The diode insertion count for antenna repair came out at 0. The number of design-rule violations left by the first detailed-router iteration is 24, and the die width is 80 µm. The tools report the number of clock buffer instances in the layout as 0. The layout report lists the combined flip-flop and latch area as 0 µm². The end-of-flow timing check tallies setup violations at 0.

For the via count of the first global-routing pass, the log shows 435. For this run the aggregate overflow at the end of global routing stands at 0. The startpoint type of the worst setup path was an input pin.
==> synthesized netlist by cell type (2+ instances only) <==
cell | count | area share [%]
sky130_fd_sc_hd__buf_4 | 3 | 6.5
sky130_fd_sc_hd__ha_1 | 7 | 25
sky130_fd_sc_hd__nor2_1 | 2 | 2.2
sky130_fd_sc_hd__inv_1 | 3 | 3.3
sky130_fd_sc_hd__nor2b_1 | 2 | 3.6
sky130_fd_sc_hd__mux2i_1 | 4 | 12
sky130_fd_sc_hd__o22ai_1 | 3 | 5.5
sky130_fd_sc_hd__nand2b_1 | 4 | 7.3
sky130_fd_sc_hd__o21ai_0 | 2 | 2.9
sky130_fd_sc_hd__nor3b_1 | 2 | 4.4
==> critical path: cells and delay by family <==
family,cells,cell delay (ns)
simple gates,1,0.23
fa+ha+maj,1,0.15
buf+inv,3,0.37
compound gates,1,0.14
==> final cells by class <==
class                      count  area share, %
multi-input combinational     38           52.0
timing repair buffer          38           38.4
tap                           46           7.29
inverter                       3           2.38
==> report_power, final <==
group,internal (mW),switching (mW),leakage [nW]
logic,0.112,0.0741,0.367
registers,0,0,0
clock network,0,0,0
==> metrics by stage <==
stage          hold WS (ns)  instances  total power [mW]  utilization, %
4_1_cts                1.19        125             0.188            23.0
2_1_floorplan         0.675         46            0.0599               -
3_5_place_dp           1.76        117             0.161            19.0
5_1_grt                1.11        125             0.206            23.1
3_3_place_gp           1.76        117             0.161            19.0
6_report               1.08        125             0.186            23.1
==> cells in the final DEF, fill, tap and decap left out, drive strengths merged, types with 3 or more instances in the layout <==
| cell | instances |
|---|---|
| inv | 3 |
| mux2i | 4 |
| dlygate4sd2 | 5 |
| o22ai | 3 |
| ha | 7 |
| buf | 30 |
| nor2 | 3 |
| nand2b | 4 |
==> worst paths after layout <==
check                        from                     end  depth (start not counted)
worst max-delay path  pc_input[1]   instruction_output[6]                          6
worst min-delay path  pc_input[3]  instruction_output[13]                          5
==> repair_timing <==
item | CTS | global route
endpoints found under the setup margin | 14 | 8
resized | 71 | 8
gates cloned | 0 | 0
setup buffers | 8 | 0
pin swaps | 7 | 4
==> layer usage <==
metal	part of all wire (%)	GRT usage [%]	vias to the layer above	routed length (µm)
li1	-	-	223	-
met1	39	4.22	200	479
met2	56	7.38	7	681
met3	5.0	0.341	0	61
met4	0	0	0	0
met5	0	0	-	0
==> cells by family (layout without fill, tap and decap cells) <==
group / Yosys count / count (layout) / share of synthesized area [%]
AOI/OAI and AO/OA: 10 / 10 / 19.3
xor gates and xnor gates: 1 / 1 / 2.55
adders and majority gates: 7 / 7 / 25.5
buffers and inverters: 8 / 41 / 14.5
muxes: 4 / 4 / 11.6
other: 1 / 2 / 1.09
and+or+nand+nor: 14 / 14 / 25.5
Power is estimated from default activity; no workload was simulated.
