<file path="design/flow/config.mk">
export PLATFORM = sky130hd
export DESIGN_NAME = register_file
export DESIGN_NICKNAME = register_file
export VERILOG_FILES = /design/flow/design.v
export SDC_FILE = /design/flow/constraint.sdc
export NUM_CORES = 4
export LEC_CHECK = 1
export CORE_UTILIZATION = 50
</file>
<file path="design/flow/constraint.sdc">
current_design register_file

set clk_period 3.0
set clk_io_pct 0.2

create_clock -name clk0 -period $clk_period [get_ports {clk}]

set non_clock_inputs [all_inputs -no_clocks]
set_input_delay [expr $clk_period * $clk_io_pct] -clock clk0 $non_clock_inputs
set_output_delay [expr $clk_period * $clk_io_pct] -clock clk0 [all_outputs]
</file>
<file path="design/flow/design.v">
module register_file
 (  
      input                    clk,  
      input                    rst,   
      input                    reg_write_en,  
      input          [2:0]     reg_write_dest,  
      input          [7:0]     reg_write_data,   
      input          [2:0]     reg_read_addr_1,  
      output         [7:0]     reg_read_data_1,    
      input          [2:0]     reg_read_addr_2,  
      output         [7:0]     reg_read_data_2, 
	   output reg     [7:0] R2, R1, R4, R7, R0	
 );  
      reg     [7:0]     reg_array [7:0];   
      always @ (posedge clk or posedge rst) begin  
           if(rst==1) begin  
                reg_array[0] <= 8'b0;  
                reg_array[1] <= 8'd10;  
                reg_array[2] <= 8'd0;  
                reg_array[3] <= 8'd9;
                reg_array[4] <= 8'd10;  
                reg_array[5] <= 8'd255;  
                reg_array[6] <= 8'd8;  
                reg_array[7] <= 8'd1;       
           end  
           else begin  
                if((reg_write_en == 1)) begin
                     reg_array[reg_write_dest] <= reg_write_data;  
                end  
           end  
      end
      always@ (*) begin
           R2 <= reg_array[2];
			  R1 <= reg_array[1];
			  R4 <= reg_array[4];
			  R7 <= reg_array[7];
			  R0 <= reg_array[0]; 
			end
      assign reg_read_data_1 = ( reg_read_addr_1 == 0)? 8'b0 : reg_array[reg_read_addr_1];  
      assign reg_read_data_2 = ( reg_read_addr_2 == 0)? 8'b0 : reg_array[reg_read_addr_2];		
 endmodule
</file>
<file path="design/flow/run.sh">
#!/bin/bash
# OpenROAD 26Q1-2900-gdf79404cd8, Yosys 0.63+post, stock flow scripts
make -C /OpenROAD-flow-scripts/flow DESIGN_CONFIG=/design/flow/config.mk WORK_HOME=/design/flow/orfs finish
</file>
==> results.txt <==
run metrics: leakage power=slightly below 2 nW, CTS Sinks=64, setup tns final=0 ns, Max clock buf depth=2, largest net degree at the start of global routing=about 43, minimum clock period=2.822 ns, Post-synth EDFFs=0, DR pass1 iterations=21, Finished Layout Cells=between 400 and 500, Async SR Flop Fraction=100.0%, CP max FO=9, Root Driver=clkbuf_8, worst setup margin=0.1778 ns, crit path kind=in -> out, GP Congestion=0.8765, Avg Synthesized Cell Area=13.94 um2, Port Buffer Count=between 70 and 80, Post-synth seq share=a little under half, most frequent cells in the layout=mux2_2 (79), clkdlybuf4s50_1 (70), dfrtp_1 (48), maximum VDD drop=0.3128 mV, clock-pin slew on the worst setup and hold paths=0.07 ns, Max Freq=354.3 MHz, DP HPWL=5.426 mm, CTS tree=done, Yosys cell types=27, most used logic cell in the final layout=mux2_2, cell count after synthesis=244, I/O pin cnt=76, dominant register cell=dfrtp_1, hold_buf cts=0, Largest Register=reg_array, status=complete, no violations, biggest regs=reg_array (64), Via-to-Cell Ratio=5.969, diode count=0, pwr dens=between 500 and 600 nW/um2, final core occ=73.29%, die height=84.47 um, Final Skew=0 ns, CP peak stage delay=between 0.4 and 0.5 ns, Area Growth Syn to Fin=39.18%, Post-Route WL=8.539 mm, # H-tree levels=3, Late-Pin Clk Latency=0.33 ns, Worst EP required=about 2.4 ns, Die X=84.47 um, yosys stat cell total=244, post-route clock period utilization=94.07%, Slowest-stage cell, CP=mux4_2, Top delay family on crit path=buffers and inverters, # setup viols final=0, vias in the first global route=approximately 2500, floorplan utilization=between 50% and 60%, Worst setup EP type=primary output, Final Max Slew Viols=0, drt first-iter violations=94, Max transition margin=55.21%, Vias=2543, first-pass GRT wire length=13.28 mm, Final Hold Viols=0, synthesized area=3401 um2, core region area=6459 um2, DRC=0, fill cell count=419, grt ovf=0, DP Cell Count=401, #FFs+latches synth=~64, GRT Overall Usage=25.66%, Largest register FFs=64, HP Class=reg -> reg, worst-path cell chain=dlygate4sd2_1, bufbuf_16, mux4_2, nor2_1, nor2_1, clkdlybuf4s50_1, Rows=29, CTS buffer count=9, Worst path most repeated cell=nor2_1, post-route ant nets=0, yosys warns=2, stage-log warning count=26, Setup WS pre-CTS=-0.004503 ns, Routed wire per std cell=20.04 um, layout cells sized above 1=46.13%, Buf+Inv Stages, Crit Path=3, max-cap check violation count=0, initial antenna violation count=0, Die ar.=7135 um2, Worst setup SP type=input port, Least-Margin Pin Slew=0.6712 ns, CP arrival=2.22 ns, Chip Area, Yosys=about 3400 um2, RSZ-0062 raised after global routing=no
[synthesized netlist by cell type (all sizes together), types with 3 or more instances]
cell type | number | area (um2)
mux2 | 79 | 889.6
nand4b | 3 | 26.28
clkbuf | 3 | 11.26
a221oi | 15 | 131.4
buf | 12 | 76.32
dfstp | 16 | 420.4
dfrtp | 48 | 1201
nor2 | 14 | 52.55
nor3 | 4 | 36.29
a21oi | 8 | 40.04
mux4 | 15 | 337.8
inv | 11 | 41.29
[routing by layer]
metal / up-vias / GRT usage, % / share of wire (%)
li1: 1137 / - / -
met4: 0 / 4.006 / 1.3
met2: 101 / 39.57 / 49
met1: 1284 / 41.23 / 44
met3: 21 / 5.876 / 6.2
met5: - / 0 / 0
[where the power goes]
group          switching (mW)  total (mW)  internal [mW]
sequential              0.162        1.25           1.09
combinational           0.221       0.835          0.614
clock                   0.322       0.728          0.406
[timing repair]
item                       CTS  global route
resized                      1             7
cloned                       1             3
pin swaps                    0             0
setup endpoints to repair    3            14
setup buffers                3             2
[final cells by class]
class,count,area (um2),share of cell area [%]
flip-flops and latches,64,1622,34.26
clock buffers,13,148.9,3.146
clock inverters,3,42.54,0.8988
multi-input cells,154,1665,35.18
inverters,11,41.29,0.8723
well taps,77,96.34,2.035
repair buffers,104,1117,23.61
[cell families (layout without fill, tap and decap cells)]
group	count (synthesis)	count (layout)	share of synthesized area, %
flip-flops	64	64	47.68
buffers and inverters	26	131	3.789
AND/OR/NAND/NOR	31	31	5.961
multiplexers	95	95	36.39
AND-OR/OR-AND	28	28	6.181
[path summary, 6_finish.rpt]
| check | start | end | slack [ns] | cells past startpoint |
|---|---|---|---|---|
| max in group asynchronous | rst | reg_array[5][3] | 1.72 | 3 |
| hold reg to reg | reg_array[0][1] | reg_array[0][1] | 0.51 | 1 |
| hold / removal | reg_array[0][1] | reg_array[0][1] | 0.51 | 1 |
| setup / recovery | reg_read_addr_2[0] | reg_read_data_2[0] | 0.18 | 6 |
| setup reg to reg | reg_array[4][5] | reg_array[4][5] | 2.19 | 1 |
| min in group asynchronous | rst | reg_array[0][4] | 0.62 | 2 |
[stage by stage]
stage	power, mW	instance area (um2)	hold WS (ns)
floorplan	1.609	3401	0.4556
detailed placement	2.071	4373	0.4949
finish	2.815	4733	0.5063
global route	2.975	4733	0.5144
global placement	2.055	4373	0.4890
CTS	2.815	4618	0.5104
Power and IR drop assume default switching activity.
